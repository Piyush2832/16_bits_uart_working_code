**/design/flow/run.sh**
```bash
#!/bin/bash
# OpenROAD 26Q1-2900-gdf79404cd8, Yosys 0.63+post, stock flow scripts
make -C /OpenROAD-flow-scripts/flow DESIGN_CONFIG=/design/flow/config.mk WORK_HOME=/design/flow/orfs finish
```
**/design/flow/config.mk**
```make
export PLATFORM = sky130hd
export DESIGN_NAME = uart_rx
export DESIGN_NICKNAME = uart_rx
export VERILOG_FILES = /design/flow/design.v
export SDC_FILE = /design/flow/constraint.sdc
export NUM_CORES = 4
export LEC_CHECK = 1
export CORE_UTILIZATION = 50
```
**/design/flow/constraint.sdc**
```tcl
current_design uart_rx

set clk_period 58.2
set clk_io_pct 0.2

create_clock -name clk0 -period $clk_period [get_ports {i_Clock}]

set non_clock_inputs [all_inputs -no_clocks]
set_input_delay [expr $clk_period * $clk_io_pct] -clock clk0 $non_clock_inputs
set_output_delay [expr $clk_period * $clk_io_pct] -clock clk0 [all_outputs]
```
**/design/flow/design.v**
```verilog
module uart_rx 
  #(parameter CLKS_PER_BIT = 104)
  (
   input        i_Clock,
   input        i_Rx_Serial,
   output reg [15:0] o_Rx_Byte,
  output reg square_wave, 
  output reg pin1,
  output  reg pin2
  );
  parameter s_IDLE         = 3'b000;
  parameter s_RX_START_BIT = 3'b001;
  parameter s_RX_DATA_BITS = 3'b010;
  parameter s_RX_STOP_BIT  = 3'b011;
  parameter s_CLEANUP      = 3'b100;
  reg  [7:0] data_check = 8'h00;
  reg [7:0] first_8bit;
  reg [7:0] second_8bit;  
  reg           r_Rx_Data_R = 1'b1;
  reg           r_Rx_Data   = 1'b1;
  reg [15:0]     r_Clock_Count = 0;
  reg [4:0]     r_Bit_Index   = 0;  
  reg [15:0]     r_Rx_Byte     = 0;
  reg [2:0]     r_SM_Main     = 0;
reg [60:0] distZ = 61'hFFFFFFFFFFFFFF;
reg [23:0] counter = 0;
reg toggle = 1;
wire [23:0] store;
wire [15:0] distA;
reg [15:0] distB =0;
reg stop =0;
reg [15:0] rpm;
assign distA =40*distZ;
assign store = (18 * 100000)/ rpm;
  always @(posedge i_Clock)
    begin
      r_Rx_Data_R = i_Rx_Serial;
      r_Rx_Data   = r_Rx_Data_R;
     o_Rx_Byte[15:8] = second_8bit;
     o_Rx_Byte[7:0] = first_8bit;
     rpm = o_Rx_Byte[15:0];
if (stop==0)
begin
counter <= counter + 1;
if (counter == store )
begin
toggle=~ toggle;
counter<=0;
if (o_Rx_Byte[15] == 0)
begin
pin1 = 0;
pin2 = 1;
end
else
begin
pin1 = 1;
pin2 = 0;
end
if (toggle==0)
begin
distB <= distB +1;
end
end
if (distB ==distA)
begin
stop = 1;
end
else
begin
square_wave <= toggle;
end
end
end
always @(posedge i_Clock)
begin
      case (r_SM_Main)
        s_IDLE :
          begin
            r_Clock_Count <= 0;
            r_Bit_Index   <= 0;
            if (r_Rx_Data == 1'b0)           
              r_SM_Main <= s_RX_START_BIT;
            else
              r_SM_Main <= s_IDLE;
          end
        s_RX_START_BIT :
          begin
            if (r_Clock_Count == (CLKS_PER_BIT-1)/2)
              begin
                if (r_Rx_Data == 1'b0)
                  begin
                    r_Clock_Count <= 0;   
                    r_SM_Main     <= s_RX_DATA_BITS;
                  end
                else
                  r_SM_Main <= s_IDLE;
              end
            else
              begin
                r_Clock_Count <= r_Clock_Count + 1;
                r_SM_Main     <= s_RX_START_BIT;
              end
          end  
        s_RX_DATA_BITS :
          begin
            if (r_Clock_Count < CLKS_PER_BIT-1)
              begin
                r_Clock_Count <= r_Clock_Count + 1;
                r_SM_Main     <= s_RX_DATA_BITS;
              end
            else
              begin
                r_Clock_Count          <= 0;
                r_Rx_Byte[r_Bit_Index] <= r_Rx_Data;
                if (r_Bit_Index < 8)
                  begin
                    r_Bit_Index <= r_Bit_Index + 1;
                    r_SM_Main   <= s_RX_DATA_BITS;
                  end
                else
                  begin
						 if (data_check == 8'h01)
						 begin
                   first_8bit <= r_Rx_Byte;
						 data_check <= 8'h00;
						 end
						 if (data_check == 8'h00)
						 begin
					second_8bit <= r_Rx_Byte;
						 data_check <= 8'h01;
						 end
                    r_Bit_Index <= 0;
                    r_SM_Main   <= s_RX_STOP_BIT;
                  end
              end
          end  
        s_RX_STOP_BIT :
          begin
            if (r_Clock_Count < CLKS_PER_BIT-1)
              begin
                r_Clock_Count <= r_Clock_Count + 1;
                r_SM_Main     <= s_RX_STOP_BIT;
              end
            else
              begin
                r_Clock_Count <= 0;
                r_SM_Main     <= s_CLEANUP;
              end
          end  
        s_CLEANUP :
          begin
            r_SM_Main <= s_IDLE;
          end
        default :
          r_SM_Main <= s_IDLE;         
      endcase
    end   
endmodule  
```
==> results.cfg <==
; generated from flow reports
[synthesis]
synthAdderAreaFrac = 0.154
synth.top_cell.area_share = 0.154
netlist_top_cells_area = sky130_fd_sc_hd__ha_1 (15%), sky130_fd_sc_hd__edfxtp_1 (9.1%), sky130_fd_sc_hd__a21oi_1 (6.4%)
topCombFamilyByArea = AND-OR/OR-AND gates
synth.yosys.num_cells = 4154
synth.cellmix.compoundShare = 0.299
mux_share = 0.0457
post_synth_edffs = 90
post_synth_simple_gate_area = 0.260
dominantRegCellSynth = sky130_fd_sc_hd__edfxtp_1
numSynthFlops = 111
post_synthesis_async_set_or_reset_flop_share = 0
post_synth_num_cell_types = 116
netlist.top_cell.by_area = sky130_fd_sc_hd__ha_1
synth.yosys.seq_area_share = 0.105
synth_area_per_cell_um2 = 7.18
synthCells = 4154
synth.yosys.warnings = 1
netlist.top_cell.by_instances = sky130_fd_sc_hd__nor2_1
mappedNetlistArea_um2 = 29800
post_synth_xor_area_fraction = 0.0964
synth-area-yosys_um2 = 29800
post_synth_most_frequent_cells = sky130_fd_sc_hd__nor2_1 (419), sky130_fd_sc_hd__a21oi_1 (380), sky130_fd_sc_hd__ha_1 (368)

[clock_network]
clk_latency_ns = 0.39
cts_tree = yes
cts.htree.levels = 3
tritoncts.num_buffers = 9
worst_setup_hold_path_clk_slew_ns = 0.08
cts.sink_count = 111
max-clock-path-buffers = 2
clock_tree.root_cell = sky130_fd_sc_hd__clkbuf_16

[placement]
place.detailed.hpwl_um = 85700
io_buffer_count = 20
place.detailed.instances = 6508
gpl.final_weighted_congestion = 1.02

[global_route]
antenna_found_initial = 3
pin_count_of_the_biggest_net_entering_global_routing = 37
number_of_global_route_vias_before_repair = 37060
gr-usage-all-layers = 0.389
first_pass_grt_wire_length_um = 188000
grt-ovfl-total = 0

[sta]
final-hold-violation-count = 0
setup_viol_count_final = 44
finalWorstSetupSlack_ns = -11.59
fin_setup_tns_ns = -506.41
fin_crit_ns = 69.79
report.final.slew_viol_count = 0
post-route-period-util = 1.20
fin_skew_ns = 0.0190
grt_setup_unrepaired = true
timing_worst_slew_pin_value_ns = 0.796
timing.max_slew.rel_slack = 0.466
achievable-frequency_mhz = 14.3

[layout]
non_filler_cells_final = 6963
area_growth_pct = 70.0
layout-drive-gt1-share = 0.457

[floorplanning]
initial_core_util = 0.506
rows = 89
coreArea_um2 = 59000
design.die.area_um2 = 60700
die_y_um = 246
die-width_um = 246
top_level_pins = 21

[setup_path]
worst_ep_arrival_time_ns = 69.88
worstPathRequired_ns = 58.29
r2r_setup_slack_ns = -11.59
critical-path-max-stage-delay_ns = 0.63
worstPathMaxFanout = 13
slowest_stage = sky130_fd_sc_hd__or4b_4
crit-reg2reg-launch = o_Rx_Byte[10]
path_common_cell = sky130_fd_sc_hd__buf_4
worstSetupPathType = flip-flop to flip-flop
crit_start = o_Rx_Byte[10]
critical_path.endpoint = distB[3]
worst_r2r_endpoint = distB[3]
timing.reg2reg.worst_path_depth = 415
critical_path.startpoint_type = flip-flop
cp-end-kind = flip-flop

[worst_hold_path]
worst_hold_path_type = flip-flop to flip-flop

[power_and_ir_drop]
worst_ir_drop_vdd_mv = 0.0276
total_leakage_power_uw = 0.0242
power.density_nw_per_um2 = 5.10

[routing]
detailedRoute.firstPassIterationCount = 6
routed_wl_um = 133000
post-route-drc-count = 0
viasPerCell = 5.96
drt_first_iter_violations = 3187
wl_per_cell_um = 19.1
dr_total_vias = 41500
final_antenna_net_count = 0

[job]
timing.max_cap.violations = 0
log.warning_count = 35

[status]
failing_checks = setup timing
run_status = complete, but fails checks
==> cells in the final DEF (no fill, tap or decap), types with 32 or more instances in the layout <==
cell type                  instances
sky130_fd_sc_hd__nand2b_1        119
sky130_fd_sc_hd__o21ai_2          68
sky130_fd_sc_hd__and2_1           44
sky130_fd_sc_hd__mux2_2           54
sky130_fd_sc_hd__ha_4             73
sky130_fd_sc_hd__nand2_1         331
sky130_fd_sc_hd__mux2i_1          32
sky130_fd_sc_hd__nor2_1          371
sky130_fd_sc_hd__o21a_1           89
sky130_fd_sc_hd__edfxtp_1         90
sky130_fd_sc_hd__and3_1           37
sky130_fd_sc_hd__buf_6            49
sky130_fd_sc_hd__nor2b_1          45
sky130_fd_sc_hd__a31oi_1          40
sky130_fd_sc_hd__o211ai_1         43
sky130_fd_sc_hd__nor3_1          102
sky130_fd_sc_hd__a21oi_2          92
sky130_fd_sc_hd__buf_4          2041
sky130_fd_sc_hd__o21ai_0         160
sky130_fd_sc_hd__or3_1            34
sky130_fd_sc_hd__o31ai_1          50
sky130_fd_sc_hd__nand3_1         142
sky130_fd_sc_hd__a21oi_1         271
sky130_fd_sc_hd__nand4_1          65
sky130_fd_sc_hd__ha_1            277
sky130_fd_sc_hd__xnor2_1         212
sky130_fd_sc_hd__o21ai_1          47
sky130_fd_sc_hd__a211oi_1         34
sky130_fd_sc_hd__a21o_1          127
sky130_fd_sc_hd__inv_1           175
sky130_fd_sc_hd__xor2_1          108
==> logic make-up after synthesis <==
family,count (synthesis)
fa+ha+maj,368
compound gates,1357
mux,125
flops,111
other cells,1
xor+xnor,327
simple gates,1563
buf+inv,302
==> critical path, delay by kind of cell (launching register included) <==
family | cells | cell delay (ns)
mux | 9 | 2.51
simple gates | 95 | 15.18
buf+inv | 80 | 10.58
xor+xnor | 3 | 0.45
fa+ha+maj | 29 | 8.83
compound gates | 199 | 31.54
flops | 1 | 0.32
==> worst min path at each step <==
stage               from            end  slack [ns]  depth (start not counted)
4_1_cts    first_8bit[6]   o_Rx_Byte[6]        0.35                          0
5_1_grt   second_8bit[4]  o_Rx_Byte[12]        0.35                          0
6_report   first_8bit[6]   o_Rx_Byte[6]        0.34                          0
==> sequential cells by signal, indices dropped and copies added, names as in the netlist, 5 cells and up <==
register and cells:
distB 16, r_Bit_Index 5, first_8bit 8, second_8bit 8, counter 24, o_Rx_Byte 16
r_Rx_Byte 8, r_Clock_Count 16
==> area by class of cell <==
cell class	count	area [um^2]
Multi-Input combinational cell	3743	29200
Timing Repair Buffer	2127	16400
Fill cell	3111	8290
Sequential cell	111	3130
Tap cell	773	967
Inverter	192	727
Clock buffer	9	225
Clock inverter	7	95.1
Antenna cell	1	2.50
==> routing by layer <==
metal | global-route usage | part of all wire | vias to the layer above
li1 | - | - | 19647
met1 | 0.553 | 0.43 | 19299
met2 | 0.608 | 0.43 | 2048
met3 | 0.0644 | 0.097 | 498
met4 | 0.119 | 0.046 | 8
met5 | 0 | 0.0013 | -
==> metrics by stage <==
stage / cell area (um^2) / utilization / power [uW] / hold slack [ns] / worst slack (ns)
6_report: 50700 / 0.860 / 259 / 0.343 / -11.59
5_1_grt: 50700 / 0.860 / 271 / 0.349 / -14.83
4_1_cts: 48500 / 0.822 / 254 / 0.345 / -8.80
3_5_place_dp: 44400 / 0.753 / 183 / 0.327 / -11.54
3_3_place_gp: 44400 / 0.753 / 182 / 0.325 / -10.64
2_1_floorplan: 31700 / - / 148 / 0.322 / -13.15
==> what timing repair did <==
item | CTS | global route
endpoints found under the setup margin | 44 | 44
setup buffers | 325 | 111
hold buffers | 0 | 0
pin swaps | 184 | 232
gates cloned | 4 | 3
gates resized | 264 | 286
==> power breakdown <==
group	internal [uW]	switching, uW
Combinational	45.5	45.9
Sequential	92.3	6.46
Clock	31.6	37.1
Total	169	89.4
Power figures rest on the tool's default switching activity, not on a simulated workload.
